--- design/flow/constraint.sdc ---
current_design syncCounter

set clk_period 1.1
set clk_io_pct 0.2

create_clock -name clk0 -period $clk_period [get_ports {clk}]

set non_clock_inputs [all_inputs -no_clocks]
set_input_delay [expr $clk_period * $clk_io_pct] -clock clk0 $non_clock_inputs
set_output_delay [expr $clk_period * $clk_io_pct] -clock clk0 [all_outputs]
--- design/flow/run.sh ---
#!/bin/bash
# OpenROAD 26Q1-2900-gdf79404cd8, Yosys 0.63+post, stock flow scripts
make -C /OpenROAD-flow-scripts/flow DESIGN_CONFIG=/design/flow/config.mk WORK_HOME=/design/flow/orfs finish
--- design/flow/design.v ---
module incBy1#(parameter N = 4)(
    output [N - 1:0] s,  
    output cOut,  
    input [N - 1:0] a  
);
    wire [N:1] c;
    not(s[0], a[0]);
    assign cOut = c[N];
    genvar i;
    genvar j;
    generate
        for(i = 1; i < N; i = i + 1) begin: sumCalculation
            xor(s[i], a[i], c[i]);
        end
        for(i = 1; i <= N; i = i + 1) begin: carryCalculation
            assign c[i] = (&a[i - 1:0]);
        end
    endgenerate
endmodule
module register#(parameter N = 1)(
    output reg [N - 1:0] q,  
    input [N - 1:0] d,  
    input write,  
    input clr,  
    input clk  
);
    always@(posedge clk, posedge clr) begin
        if(clr == 1) begin
            q <= {N{1'b0}};
        end else if(write == 1) begin
            q <= d;
        end
    end
endmodule
module syncCounter#(parameter N = 4)(
    output [N - 1:0] count,  
    output overflow,  
    input clr,  
    input enable,  
    input clk  
);
    wire [N - 1:0] nextCount;
    register#(N) r0(count, nextCount, enable, clr, clk);
    incBy1#(N) u0(nextCount, overflow, count);
    assign overflow = (~&nextCount) & enable; 
endmodule
--- design/flow/config.mk ---
export PLATFORM = sky130hd
export DESIGN_NAME = syncCounter
export DESIGN_NICKNAME = syncCounter
export VERILOG_FILES = /design/flow/design.v
export SDC_FILE = /design/flow/constraint.sdc
export NUM_CORES = 4
export LEC_CHECK = 1
export CORE_AREA = 10 10 70 70
export DIE_AREA = 0 0 80 80
==> run summary <==
yosys + openroad results -> outcome finished with violations, failing checks setup timing, die area roughly 0.0064 mm², reg-to-reg slack, setup -0.16 ns, synth unique cells 8, Log Warnings 28, # Cells Yosys 13, Synth Seq Share between 50 and 60%, clock share of power 15.7%, unrepaired setup endpoints after global routing yes, CTS tree built, Wirelength per Cell around 7.5 µm, Fill cells approximately 390, largest net degree at the start of global routing 5, worst r2r src r0.q[0]$_DFFE_PP0P_, Flop pwr share 23.3%, Fin. Hold Viols 0, maximum VDD drop approximately 0.70 mV, clock slew at reported path FFs 0.04 ns, R2R Path End r0.q[2]$_DFFE_PP0P_, synthesized area ~180 µm², drt first pass iters 2, Critical Path Stages 3, Worst setup EP type primary output, CORE AREA between 0.003 and 0.004 mm², Syn. warnings 2, Largest Register r0.q, Worst R2R Path Depth 4, CTS Buffer Depth 2, final setup skew between 0.005 and 0.006 ns, CP arrival 1.05 ns, Mapped Cells 13, kind of critical path flop to primary output, # IOs 8, GRT Total Usage between 2 and 2.5%, row count 21, width of the die around 80 µm, Relative slew margins about 84%, CP required around 0.9 ns, floorplan utilization approximately 5.2%, final setup fails 3, Buffers on Ports 7, startpoint types flop, Late-Pin Clk Latency between 0.2 and 0.25 ns, P_int roughly 0.86 mW, max cap viols 0, layout cells sized above 1 71.9%, final wirelength slightly below 600 µm, worst hold slack approximately 0.16 ns, Setup crit start r0.q[0]$_DFFE_PP0P_, TritonCTS buffer count 3, post-route clock period utilization 115%, Final Slew Violations 0, slowest cell delay on critical path 0.37 ns, initial antenna violation count 0, critical path buffer and inverter count 1, Net Sw Frac 27.0%, first-pass GRT wire length 1080 µm, DRC 0, post-DP HPWL ~430 µm, CTS H-Tree Depth 1, crit-path max FO 2, Total Power between 1 and 1.5 mW, area grow syn2layout 146%, vias in the first global route ~230, RD Place Congestion around 0.7, Hold Crit Class primary input to asynchronous set/reset pin, final antenna-violating net count 0, total leakage power between 0.15 and 0.2 nW, max FFs per register 4, largest registers r0.q x4, Yosys Chip Area approximately 180 µm², final setup margin -0.170 ns, min Tclk post-route roughly 1.3 ns, PD cells between 2000 and 3000 mW/mm², GRT Residual Overflow 0, Sink Count 4, via/cell ratio 2.21, delay-heaviest family, CP flip-flops, switching power approximately 0.32 mW, crit path cell chain ha_2, and3_4, buf_6, First DRT Iteration DRCs 5, fmax 0.788 GHz, Worst Setup EP overflow, ANT cells 0, chip height 80 µm, CTS Root Buffer Type clkbuf_4, routed via count 172, Tightest Pin Transition 0.243 ns, Slowest cell on crit path dfrtp_1, flops & latches, synth 4, Syn Area/Cell roughly 14 µm², Total Neg Setup Slack -0.329 ns, Logic pwr share just over 60%
-- per-stage QoR --
| stage | instances | setup slack (ns) | util [%] | cell area, µm² |
|---|---|---|---|---|
| after floorplan | 13 | -0.0206 | - | 198 |
| after global placement | 72 | -0.264 | 10.8 | 370 |
| after detailed placement | 72 | -0.278 | 10.8 | 370 |
| after CTS | 79 | -0.180 | 12.6 | 430 |
| after global routing | 78 | -0.219 | 12.9 | 440 |
| final | 78 | -0.170 | 12.9 | 440 |
-- how the worst min path moves through the flow --
stage / slack (ns) / cells past startpoint / startpoint / to
4_1_cts: 0.17 / 2 / clr / r0.q[2]$_DFFE_PP0P_
5_1_grt: 0.20 / 2 / clr / r0.q[2]$_DFFE_PP0P_
6_report: 0.16 / 2 / clr / r0.q[2]$_DFFE_PP0P_
-- cells in the mapped netlist --
| library cell | instances | area share, % |
|---|---|---|
| ha_1 | 2 | 14 |
| mux2_2 | 2 | 13 |
| and3_1 | 1 | 3.5 |
| xor2_1 | 1 | 4.9 |
| nand2_1 | 1 | 2.1 |
| xnor2_1 | 1 | 4.9 |
| inv_1 | 1 | 2.1 |
| dfrtp_1 | 4 | 56 |
-- power by group through the flow --
stage / registers [mW] / logic (mW) / clock network [mW]
after global routing: 0.293 / 0.813 / 0.208
after CTS: 0.277 / 0.700 / 0.191
final: 0.276 / 0.722 / 0.186
-- per-layer routing --
metal | GRT usage (%) | up-vias | share of wire (%)
li1 | - | 83 | -
met1 | 2.87 | 77 | 52
met2 | 2.25 | 12 | 26
met3 | 2.73 | 0 | 22
met4 | 0.352 | 0 | 0
met5 | 0 | - | 0
-- final cells by class --
class	count	area (µm²)	share of cell area, %
clock buffers	3	22.5	5.11
well taps	46	57.6	13.1
repair buffers	16	155	35.2
inverters	1	3.75	0.852
flip-flops and latches	4	100	22.7
multi-input cells	8	101	23.0
-- placed cells by master, fill, tap and decap left out --
cell / instances
and3_4: 1
buf_4: 6
buf_6: 8
clkbuf_4: 3
clkdlybuf4s50_1: 2
dfrtp_1: 4
ha_2: 1
ha_4: 1
inv_1: 1
mux2_2: 1
mux2_4: 1
nand2_2: 1
xnor2_1: 1
xor2_1: 1
-- logic make-up after synthesis --
kind of cell / count (synthesis) / share of synthesized area, %
xor gates and xnor gates: 2 / 9.79
buffers and inverters: 1 / 2.10
muxes: 2 / 12.6
DFF: 4 / 55.9
and+or+nand+nor: 2 / 5.59
adders and majority gates: 2 / 14.0
-- worst register-to-register path: stages, from the launching register on --
cell     delay, ns
dfrtp_1       0.37
ha_2          0.19
buf_4         0.13
ha_4          0.20
mux2_4        0.25
-- repair_timing --
action / 4_1_cts / 5_1_grt
setup endpoints to repair: 6 / 7
buffers inserted: 6 / 0
pin swaps: 2 / 1
hold buffers: 0 / 0
gates resized: 22 / 4
Power and IR drop assume default switching activity.
